===== /design/flow/run.sh =====
#!/bin/bash
# OpenROAD 26Q1-2900-gdf79404cd8, Yosys 0.63+post, stock flow scripts
make -C /OpenROAD-flow-scripts/flow DESIGN_CONFIG=/design/flow/config.mk WORK_HOME=/design/flow/orfs finish

===== /design/flow/config.mk =====
export PLATFORM = sky130hd
export DESIGN_NAME = systolic
export DESIGN_NICKNAME = systolic
export VERILOG_FILES = /design/flow/design.v
export SDC_FILE = /design/flow/constraint.sdc
export NUM_CORES = 4
export LEC_CHECK = 1
export CORE_UTILIZATION = 40
export SYNTH_HDL_FRONTEND = slang

===== /design/flow/constraint.sdc =====
current_design systolic

set clk_period 12.2
set clk_io_pct 0.2

create_clock -name clk0 -period $clk_period [get_ports {clk}]

set non_clock_inputs [all_inputs -no_clocks]
set_input_delay [expr $clk_period * $clk_io_pct] -clock clk0 $non_clock_inputs
set_output_delay [expr $clk_period * $clk_io_pct] -clock clk0 [all_outputs]

===== /design/flow/design.v =====
`timescale 1 ps / 1 ps
module control
  #(
    parameter   N   = 3,
    parameter   M   = 6
  )
  (
    input   wire                                        clk,
    input   wire                                        rst,
    input   wire                                        enable_row_count,
    output  wire    [$clog2(M)-1:0]                     pixel_cntr_A,
    output  wire    [($clog2(M/N)?$clog2(M/N):1)-1:0]   slice_cntr_A,
    output  wire    [($clog2(M/N)?$clog2(M/N):1)-1:0]   pixel_cntr_B,
    output  wire    [$clog2(M)-1:0]                     slice_cntr_B,
    output  wire    [$clog2((M*M)/N)-1:0]               rd_addr_A,
    output  wire    [$clog2((M*M)/N)-1:0]               rd_addr_B
  );
assign rd_addr_A = slice_cntr_A*M+pixel_cntr_A;
assign rd_addr_B = pixel_cntr_B*M+slice_cntr_B;
counter#
(
  .WIDTH  (M),
  .HEIGHT (M/N)
)
counter_B
(
  .clk                  (clk),
  .rst                  (rst),
  .enable_row_count     (1'b1),
  .pixel_cntr           (slice_cntr_B),
  .slice_cntr           (pixel_cntr_B)
);
counter#
(
  .WIDTH  (M),
  .HEIGHT (M/N)
)
counter_A
(
  .clk                  (clk),
  .rst                  (rst),
  .enable_row_count     (enable_row_count),
  .pixel_cntr           (pixel_cntr_A),
  .slice_cntr           (slice_cntr_A)
);
endmodule
`timescale 1 ps / 1 ps
module counter
#(
  parameter   WIDTH   = 32,
  parameter   HEIGHT  = 32
)
(
  input   wire clk,
  input   wire rst,
  input   wire enable_row_count,
  output  reg  [($clog2(WIDTH)?$clog2(WIDTH):1)-1:0]     pixel_cntr,
  output  reg  [($clog2(HEIGHT)?$clog2(HEIGHT):1)-1:0]    slice_cntr
);
always@(posedge clk)
begin
  if (rst)
  begin
    pixel_cntr <= 0;
    slice_cntr <= 0;
  end
  else if(enable_row_count)
  begin
    if((pixel_cntr + 1) % WIDTH == 0)
    begin
      slice_cntr <= (slice_cntr + 1) % HEIGHT;
      pixel_cntr <= (pixel_cntr + 1) % WIDTH;
    end
    else
    pixel_cntr <= (pixel_cntr + 1) % WIDTH;
  end
  else
  pixel_cntr <= (pixel_cntr + 1) % WIDTH;
end
endmodule
`timescale 1 ps / 1 ps
module pe
#(
    parameter   D_W_ACC  = 64,  
    parameter   D_W      = 32   
)
(
    input   wire                  clk,
    input   wire                  rst,
    input   wire                  init,
    input   wire    [D_W-1:0]     in_a,
    input   wire    [D_W-1:0]     in_b,
    output  reg     [D_W_ACC-1:0] out_sum,
    output  reg     [D_W-1:0]     out_b,
    output  reg     [D_W-1:0]     out_a,
    output  reg                  valid_D
);
reg     [D_W_ACC-1:0] counter = 0;
always @(posedge clk)
begin
    if (rst == 1)
    begin
      valid_D <= 0;
      out_sum <= 0;
      out_a <= 0;
      out_b <= 0;
    end
    else if (init == 1)
    begin
      valid_D <= 1;
      out_sum <= counter;
      counter <= in_a*in_b;
      out_a <= in_a;
      out_b <= in_b;
    end
    else 
    begin
      valid_D <= 0;
      counter <= counter + in_a*in_b;
      out_a <= in_a;
      out_b <= in_b;
    end
end
endmodule
`timescale 1 ps / 1 ps
module systolic
#
(
    parameter   D_W  = 8,  
    parameter   D_W_ACC = 16,  
    parameter   N   = 3,
    parameter   M   = 6
)
(
    input   wire                                        clk,
    input   wire                                        rst,
    input   wire                                        enable_row_count_A,
    output  wire    [$clog2(M)-1:0]                     pixel_cntr_A,
    output  wire    [($clog2(M/N)?$clog2(M/N):1)-1:0]   slice_cntr_A,
    output  wire    [($clog2(M/N)?$clog2(M/N):1)-1:0]   pixel_cntr_B,
    output  wire    [$clog2(M)-1:0]                     slice_cntr_B,
    output  wire    [$clog2((M*M)/N)-1:0]               rd_addr_A,
    output  wire    [$clog2((M*M)/N)-1:0]               rd_addr_B,
    input   wire    [D_W-1:0]                           A [N-1:0],  
    input   wire    [D_W-1:0]                           B [N-1:0],  
    output  wire    [D_W_ACC-1:0]                       D [N-1:0][N-1:0],  
    output  wire    [N-1:0]                             valid_D [N-1:0]
);
wire    [D_W-1:0]    out_a   [N-1:0][N-1:0];
wire    [D_W-1:0]    out_b   [N-1:0][N-1:0];
wire    [D_W-1:0]    in_a   [N-1:0][N-1:0];
wire    [D_W-1:0]    in_b   [N-1:0][N-1:0];
reg    [N-1:0] init_pe  [N-1:0];
integer p;
integer q;
control #
(
    .N        (N),
    .M        (M)
  )
  control_inst
  (
    .clk                  (clk),
    .rst                  (rst),
    .enable_row_count     (enable_row_count_A),
    .pixel_cntr_B         (pixel_cntr_B),
    .slice_cntr_B         (slice_cntr_B),
    .pixel_cntr_A         (pixel_cntr_A),
    .slice_cntr_A         (slice_cntr_A),
    .rd_addr_A            (rd_addr_A),
    .rd_addr_B            (rd_addr_B)
  );
genvar i;
genvar j;
genvar k;
generate
  for(k = 0; k < N; k =k+1)
  begin 
    assign in_a[k][0] = A[k];
    assign in_b[0][k] = B[k];
  end
  for(i = 0; i < N; i = i + 1)
  begin
    for(j = 0; j < N; j = j + 1)
    begin
    pe#
    (
      .D_W_ACC   (D_W_ACC),
      .D_W (D_W)
    )
    pe_v
    (
      .clk                  (clk),
      .rst                  (rst),
      .init     (init_pe[i][j]),
      .in_a           (in_a[i][j]),
      .in_b           (in_b[i][j]),
      .out_sum           (D[i][j]),
      .out_a           (out_a[i][j]),
      .out_b           (out_b[i][j]),
      .valid_D           (valid_D[i][j])
    );
    if (j+1 <N)
    begin
      assign in_a[i][j+1] = out_a[i][j];
    end
    if (i+1 <N)
    begin
      assign in_b[i+1][j] = out_b[i][j];
    end
    end
  end
endgenerate
reg [$clog2(M)-1:0] tempA;
reg [$clog2(M)-1:0] tempB;
always @(posedge clk)
begin  
  if(pixel_cntr_A == 0 && slice_cntr_B == 0 && tempA == M-1 && tempB == M-1)
  begin
    init_pe[0][0] <= 1;
  end
  else 
  init_pe[0][0] <= 0;
  for(p = 0; p < N; p = p + 1)
  begin
    for(q = 0; q < N; q = q + 1)
    begin
      begin
        if (q+1 < N)
        init_pe[p][q+1] <= init_pe[p][q];
        if (p+1 < N)
        init_pe[p+1][q] <= init_pe[p][q];
      end
    end
  end
  tempA <= pixel_cntr_A;
  tempB <= slice_cntr_B;
end
endmodule

==> results.sh <==
# source this file to load flow results
export IMPL_via_per_inst=4.91
export IMPL_die_x_um=313
export IMPL_swShare_pct=36.7
export IMPL_drc=0
export IMPL_warnings=38
export IMPL_h_tree_depth=2
export IMPL_vias=27300
export IMPL_grt_pass1_vias=27700
export IMPL_grt_usage_pct=18.3
export IMPL_synthDominantCellAreaShare_pct=17.3
export IMPL_edf_count=144
export IMPL_cts_root_buffer="clkbuf_16"
export IMPL_detail_route_wl_per_cell_um=14.9
export IMPL_fin_cells=5564
export IMPL_port_buffers=219
export IMPL_fin_util_pct=46.2
export IMPL_ys_chip_area_mm2=0.0387
export IMPL_leakagePower_uw=0.0205
export IMPL_row_count=113
export IMPL_ys_cells=4054
export IMPL_tightest_slew_ns=0.772
export IMPL_holdBufCountCts=0
export IMPL_status="complete, no violations"
export IMPL_first_iter_violations=1023
export IMPL_startpoint_type="input port"
export IMPL_ys_types=73
export IMPL_synthArstFlopShare_pct=0
export IMPL_flop_area_mm2=0.00962
export IMPL_worst_ep_required_time_ns=12.58
export IMPL_synth_top_flop_cell="dfxtp_1"
export IMPL_clock_latency_ns=0.64
export IMPL_area_growth_synth_to_final_pct=13.8
export IMPL_pre_cts_ws_ns=3.46
export IMPL_power_density_mw_per_mm2=147
export IMPL_synthXorXnorAreaFrac_pct=5.09
export IMPL_io_pins=220
export IMPL_post_cts_resized=0
export IMPL_slew_headroom_pct=48.5
export IMPL_top_cells_by_area="fa_1 (17%), ha_1 (16%), dfxtp_1 (14%)"
export IMPL_clkPwrFrac_pct=25.1
export IMPL_max_cap_viol_count=0
export IMPL_grt_pass1_wl_um=141000
export IMPL_yosysTopAreaCell="fa_1"
export IMPL_initCoreUtil_pct=40.6
export IMPL_hpwl_um=63600
export IMPL_fin_total_pwr_uw=6490
export IMPL_critPathCaptureType="register"
export IMPL_fin_ws_ns=4.06
export IMPL_cts_buffers=52
export IMPL_p_switching_uw=2380
export IMPL_routed_wl_um=83100
export IMPL_period_used_pct=66.7
export IMPL_yosys_mux_area_fraction_pct=4.76
export IMPL_rsz0062_at_grt="no"
export IMPL_combPwrFrac_pct=44.2
export IMPL_timing_final_hold_violations=0
export IMPL_cp_max_fo=9
export IMPL_syn_area_per_cell_um2=9.55
export IMPL_cts_path_max_buffers=3
export IMPL_fmax_ghz=0.123
export IMPL_compound_area_share_pct=9.97
export IMPL_synth_warnings=0
export IMPL_antenna_left=0
export IMPL_clk_pin_slew_worst_paths_ns=0.06
export IMPL_chip_area_mm2=0.0981
export IMPL_internal_power_uw=4110
export IMPL_worst_ep_arrival_time_ns=8.52
export IMPL_grt_overflow=0
export IMPL_cts_setup_buffers=0
export IMPL_finalCriticalPeriod_ns=8.14
export IMPL_setup_viol=0
export IMPL_adder_share_pct=32.8
export IMPL_grt_antenna_before_repair=3
export IMPL_fin_setup_tns_ns=0
export IMPL_gp_congestion=0.881
export IMPL_cts_tree="built"
export IMPL_grt_start_max_net_pins=68
export IMPL_ys_top_cells_by_count="and2_1 (502), inv_1 (496), ha_1 (480)"
export IMPL_cts_sinks=408
export IMPL_worstSetupPathType="input port to register"
export IMPL_top_cell="and2_1"
export IMPL_maxSlewViolCount=0
export IMPL_ys_sh_simple_pct=16.8
export IMPL_finClkSkew_ns=0.0259
export IMPL_seqPwrFrac_pct=30.7
export IMPL_ys_seq_elements=408
export IMPL_hold_class="register to register"
export IMPL_syn_inst=4054
export IMPL_peakVddDrop_mv=0.239
export IMPL_core_area_mm2=0.0954
export IMPL_nFillCells=8945
export IMPL_synthTopLogicFamily="adder cells"
export IMPL_die_height_um=313
export IMPL_drive_gt1_share_pct=3.47
export IMPL_syn_area_mm2=0.0387
export IMPL_ys_seq_share_pct=24.8
export IMPL_firstDrtPassIters=4
export IMPL_comb_area_mm2=0.0269
export IMPL_dp_cells=5467
## layer usage
metal / track usage (%) / part of all wire, %
met1: 27.4 / 47
met2: 27.8 / 45
met3: 5.22 / 6.3
met4: 2.88 / 1.9
met5: 0.145 / 0.034
## cell families (layout without fill, tap and decap cells)
logic type / count (synthesis) / in the layout
simple gates: 1231 / 1231
fa+ha+maj: 815 / 815
compound gates: 615 / 615
buf+inv: 580 / 824
flops: 408 / 408
xor+xnor: 225 / 225
mux: 180 / 180
other cells: 0 / 1
## sequential cells by signal, indices dropped and copies added (netlist names)
| name | cells |
|---|---|
| init_pe | 5 |
| control_inst.counter_B.pixel_cntr | 3 |
| tempB | 3 |
| genblk2.genblk1.pe_v.out_a | 48 |
| genblk2.genblk1.pe_v.out_sum | 144 |
| control_inst.counter_A.pixel_cntr | 3 |
| genblk2.genblk1.pe_v.valid_D | 5 |
| tempA | 3 |
| control_inst.counter_A.slice_cntr | 1 |
| control_inst.counter_B.slice_cntr | 1 |
| genblk2.genblk1.pe_v.counter | 144 |
| genblk2.genblk1.pe_v.out_b | 48 |
## worst paths after layout
path | start | to | slack [ns] | cells after the start
min | tempB[2] | init_pe[0][0] | 0.46 | 1
max reg2reg | genblk2[1].genblk1[2].pe_v.out_b[7] | genblk2[2].genblk1[2].pe_v.counter[15] | 6.09 | 21
min reg2reg | tempB[2] | init_pe[0][0] | 0.46 | 1
max | A[2] | genblk2[0].genblk1[0].pe_v.counter[15] | 4.06 | 24
## final cells by class
class | count | share of cell area [%]
diodes | 1 | 0.00568
clock buffers | 74 | 3.49
clock inverters | 22 | 0.616
inverters | 496 | 4.24
multi-input cells | 3066 | 61.0
flip-flops and latches | 408 | 21.8
well taps | 1265 | 3.59
repair buffers | 232 | 5.21
## worst max-delay path, cell delays in order
cell and delay (ns):
clkdlybuf4s50_1 0.69, nand2_1 0.12, fa_1 0.47, fa_1 0.56
inv_1 0.06, fa_1 0.53, inv_1 0.05, fa_1 0.53
inv_1 0.04, ha_1 0.31, inv_1 0.08, nor2_1 0.05
a2111oi_0 0.64, or3_1 0.25, xnor2_1 0.15, ha_1 0.33
a21o_1 0.18, a21o_1 0.16, a21oi_1 0.13, o21ai_1 0.12
a31o_2 0.28, xnor2_1 0.13, nor2_1 0.07, xor2_1 0.16
## layout by cell type (no fill, tap or decap), drive strengths merged, types with 7 or more instances in the layout
| master | instances |
|---|---|
| xnor2 | 121 |
| o22ai | 9 |
| nand2 | 224 |
| nor3 | 26 |
| clkbuf | 74 |
| dfxtp | 264 |
| nor2b | 122 |
| nand4 | 14 |
| buf | 14 |
| o21bai | 33 |
| mux2 | 32 |
| xor2 | 104 |
| nand3 | 24 |
| nand2b | 27 |
| a211oi | 20 |
| a21o | 73 |
| mux2i | 148 |
| a31oi | 18 |
| or4 | 7 |
| ha | 480 |
| fa | 335 |
| clkinv | 11 |
| o21ai | 177 |
| nor2 | 247 |
| and2 | 502 |
| a21oi | 148 |
| o211ai | 7 |
| nor4 | 8 |
| inv | 498 |
| clkdlybuf4s50 | 218 |
| o31a | 8 |
| o31ai | 24 |
| edfxtp | 144 |
| o21a | 47 |
## per-stage QoR
step	area, um2	hold slack, ns
after CTS	44100	0.461
after global placement	42300	0.453
after detailed placement	42300	0.451
after floorplan	38700	0.329
after global routing	44100	0.470
final	44100	0.457
## power groups by stage
stage | clock (uW) | combinational, uW | sequential, uW
after CTS | 1690 | 2890 | 2000
after global routing | 1750 | 3290 | 2030
final | 1630 | 2870 | 1990
Power is estimated from default activity; no workload was simulated.
