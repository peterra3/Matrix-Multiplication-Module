File: flow/run.sh
#!/bin/bash
# OpenROAD 26Q1-2900-gdf79404cd8, Yosys 0.63+post, stock flow scripts
make -C /OpenROAD-flow-scripts/flow DESIGN_CONFIG=/design/flow/config.mk WORK_HOME=/design/flow/orfs finish
File: flow/config.mk
export PLATFORM = sky130hd
export DESIGN_NAME = pipe
export DESIGN_NICKNAME = pipe
export VERILOG_FILES = /design/flow/design.v
export SDC_FILE = /design/flow/constraint.sdc
export NUM_CORES = 4
export LEC_CHECK = 1
export CORE_UTILIZATION = 30
export SYNTH_HDL_FRONTEND = slang
File: flow/constraint.sdc
current_design pipe

set clk_period 1.0
set clk_io_pct 0.2

create_clock -name clk0 -period $clk_period [get_ports {clk}]

set non_clock_inputs [all_inputs -no_clocks]
set_input_delay [expr $clk_period * $clk_io_pct] -clock clk0 $non_clock_inputs
set_output_delay [expr $clk_period * $clk_io_pct] -clock clk0 [all_outputs]
File: flow/design.v
`timescale 1 ps / 1 ps
module pipe
#(
    parameter integer D_W = 8,
    parameter integer pipes = 10
)
(
    input                     clk,
    input                     rst,
    input   wire    [D_W-1:0]  in_p,
    output  wire    [D_W-1:0]  out_p
);
reg [D_W-1:0]    regs    [pipes-1:0];
always@(posedge clk)
begin
    if (rst)
    begin
        regs[0] <= 0;
    end
    else
    begin
        regs[0] <= in_p;
    end
end
assign  out_p = regs[pipes-1]; 
genvar x;
    for (x=1;x<pipes;x=x+1)
    begin
        always@(posedge clk)
        begin
            if(rst)
            begin
                regs[x] <= 0;
            end
            else
            begin
                regs[x] <= regs[x-1];
            end
        end
    end
endmodule
==> impl_metrics.json <==
{
  "grt_antenna_before_repair": 0,
  "core_sq_mm": 0.00694,
  "cpMaxStageDelayCell": "dfxtp_1",
  "cp-start-kind": "register",
  "min_to": "regs[3][13]$_SDFF_PP0_",
  "ios": 18,
  "met1_length_microns": 922,
  "largest_register_ffs": 80,
  "crit_chain": "buf_2",
  "ff2ff_setup_slack_ns": 0.48,
  "dr.pass1.iters": 3,
  "finalCritPeriodShare_pct": 92.2,
  "area_leaders": "dfxtp_1, nor2b_1, buf_4",
  "cts_tree": "built",
  "cts-root-buf": "clkbuf_8",
  "place_inst": 276,
  "ant_nets": 0,
  "cts_buffers": 9,
  "avgRoutedWirePerCell_microns": 6.42,
  "rows": 30,
  "worst_pin_slew_ns": 0.156,
  "diodes": 0,
  "cts_buffer_depth": 2,
  "grt_max_degree": 40,
  "required_ns": 0.80,
  "cp_top_family": "flip-flops",
  "gp_congestion": 0.622,
  "reg2reg_from": "regs[0][12]$_SDFF_PP0_",
  "top_area_cell": "dfxtp_1",
  "irDropWorstVdd_uv": 1430,
  "clock_sinks": 80,
  "wl_microns": 1870,
  "end_kind": "primary output",
  "top_regs": "regs (80)",
  "min_path_cells": 3,
  "final_util_pct": 37.2,
  "leakage_nw": 1.03,
  "cap_violations": 0,
  "slew_headroom_pct": 89.6,
  "clk_pin_slew_ns": 0.07,
  "chipArea_sq_mm": 0.00769,
  "max_freq_mhz": 1080,
  "critPathArrivalTime_ns": 0.72,
  "die_x_microns": 87.7,
  "ys_seq_share_pct": 72.7,
  "worst-path-buf-inv": 1,
  "reg2reg_depth": 1,
  "lay_top_cells": "nor2b_1, dfxtp_1, clkbuf_8",
  "ys_cells": 176,
  "fp_util_pct": 31.7,
  "period_minus_slack_ns": 0.922,
  "synth_cells": 176,
  "status": "finished, final reports clean",
  "path_class": "reg2out",
  "max_stage_delay_ns": 0.30,
  "regMostFlops": "regs",
  "rsz0062_at_grt": "no",
  "grt_pass1_vias": 812,
  "fill_cells": 665,
  "synth_flop_count": 80,
  "drv_slew": 0,
  "ys_types": 4,
  "syn_avg_cell_area_sq_um": 12.5,
  "grt_pass1_wl_microns": 3370,
  "drt_iter0_markers": 44,
  "highest_layer": "met4",
  "ys_warn_count": 0,
  "syn2layout_area_growth_pct": 17.2,
  "hold_ws_ns": 0.303,
  "syn_area_sq_mm": 0.00220,
  "met2_length_microns": 735,
  "wl_met3_microns": 174,
  "vias": 1011,
  "port_buffers": 17,
  "cp_max_fo": 1,
  "yosys-stat-area_sq_mm": 0.00220,
  "min_path_type": "in2reg",
  "gr-total-overflow": 0,
  "powerDensity_mw_per_mm2": 2150,
  "rr_endpoint": "regs[1][4]$_SDFF_PP0_",
  "fin_cells": 291,
  "setup_viol": 0,
  "setup_tns_ns": 0,
  "drive_above_1_share_pct": 13.3,
  "top_cell_area_share_pct": 72.7,
  "cts_max_level": 3,
  "hp-start": "rst",
  "hold_violations": 0,
  "warnings": 25,
  "route.detailed.drc": 0,
  "clock_skew_ns": 0.00390,
  "grtUsageTotal_pct": 5.74,
  "insertion_delay_ns": 0.33,
  "holdBufCountCts": 0,
  "die_h_microns": 87.7,
  "vias_per_cell": 3.47
}
==> metrics by stage <==
step | setup slack (ns) | power [mW] | instance area, sq um
after floorplan | 0.420 | 3.39 | 2200
after global placement | 0.0739 | 3.45 | 2430
after detailed placement | 0.0619 | 3.45 | 2430
after CTS | 0.0474 | 5.64 | 2580
after global routing | 0.0170 | 5.84 | 2580
final | 0.0781 | 5.55 | 2580
==> power by group <==
| part | switching [mW] | internal [mW] |
|---|---|---|
| Clock | 0.977 | 1.19 |
| Combinational | 0.0585 | 0.0744 |
| Sequential | 0.00710 | 3.24 |
| Total | 1.04 | 4.50 |
==> area by class of cell <==
class | instances | area [sq um] | area share (%)
clock buffers | 11 | 141 | 5.48
well taps | 96 | 120 | 4.65
repair buffers | 20 | 173 | 6.69
flip-flops and latches | 80 | 1600 | 62.0
clock inverters | 4 | 45.0 | 1.75
multi-input cells | 80 | 500 | 19.4
==> worst max-delay path by stage <==
stage | start | cells past startpoint | endpoint | slack, ns
finish | regs[4][12]$_SDFF_PP0_ | 1 | out_p[4] | 0.08
global route | regs[4][11]$_SDFF_PP0_ | 1 | out_p[3] | 0.02
CTS | regs[4][14]$_SDFF_PP0_ | 1 | out_p[6] | 0.05
==> cells in the mapped netlist (all sizes together) <==
cell and n:
dfxtp 80, buf 16, nor2b 80
==> per-layer routing <==
metal  up-vias  GRT usage (%)
li1        545              -
met1       434           7.02
met2        28           8.45
met3         4           3.63
met4         0           1.79
met5         -              0
==> cells by family (layout without fill, tap and decap cells) <==
| group | after synthesis | count (layout) | synth area share [%] |
|---|---|---|---|
| flops | 80 | 80 | 72.7 |
| buf+inv | 16 | 35 | 4.55 |
| simple gates | 80 | 80 | 22.7 |
==> repair_timing <==
action / CTS / global route
buffers inserted: 0 / 0
resized: 24 / 0
endpoints found under the setup margin: 8 / 0
Power figures rest on the tool's default switching activity, not on a simulated workload.
